File: /design/flow/run.sh
#!/bin/bash
# OpenROAD 26Q1-2900-gdf79404cd8, Yosys 0.63+post, stock flow scripts
make -C /OpenROAD-flow-scripts/flow DESIGN_CONFIG=/design/flow/config.mk WORK_HOME=/design/flow/orfs finish
File: /design/flow/config.mk
export PLATFORM = sky130hd
export DESIGN_NAME = ClockDivider
export DESIGN_NICKNAME = ClockDivider
export VERILOG_FILES = /design/flow/design.v
export SDC_FILE = /design/flow/constraint.sdc
export NUM_CORES = 4
export LEC_CHECK = 1
export CORE_AREA = 10 10 73 73
export DIE_AREA = 0 0 83 83
File: /design/flow/constraint.sdc
current_design ClockDivider

set clk_period 1.0
set clk_io_pct 0.2

create_clock -name clk0 -period $clk_period [get_ports {CLK_IN}]

set non_clock_inputs [all_inputs -no_clocks]
set_input_delay [expr $clk_period * $clk_io_pct] -clock clk0 $non_clock_inputs
set_output_delay [expr $clk_period * $clk_io_pct] -clock clk0 [all_outputs]
File: /design/flow/design.v
`timescale 1ns / 1ps
module ClockDivider(
    input CLK_IN,
    output reg CLK_OUT
    );
    reg[27:0] counter=28'd0;
    parameter DIVISOR = 28'd2;
    always @(posedge CLK_IN)
    begin
        counter <= counter + 28'd1;    
        if(counter >= ( DIVISOR-1 ) )  
            counter <= 28'd0;          
    CLK_OUT <= ( counter < (DIVISOR >> 1) ) ? 1'b1 : 1'b0;  
    end
endmodule
==> ci_impl_report.md <==
## Implementation flow summary

| Metric | Value |
|---|---|
| Worst r2r path cells | 5 |
| Startpoint types | flop |
| Cell depth of the worst hold path | 2 |
| Num CTS Buffers | 5 |
| Hold Slack | 525.5 ps |
| Fin util | a little under a third |
| All-layer global routing usage | 2.712% |
| Biggest area cells | dfxtp_1 (76%), nor4_2 (6.5%), ha_1 (4.9%) |
| Synthesized flop and latch total | 29 |
| Final Hold Fails | 0 |
| Commonest Layout Cell | dfxtp_1 |
| Total number of H-tree levels | 2 |
| Total gr overflow | 0 |
| Worst EP arrival | approximately 1400 ps |
| Die ar. | around 0.007 mm² |
| Fmax | 808.9 MHz |
| Syn Std Cell Area | between 700 and 800 µm² |
| Worst-path fanout max | 4 |
| First-pass GRT wire length | approximately 1.6 mm |
| Max-cap violations | 0 |
| CP max stage delay | 320 ps |
| Reg2reg start | counter[1] |
| Largest net degree at the start of global routing | 11 |
| Die X | around 83 µm |
| Minimum clock period | 1236 ps |
| FP Core Util | between 20% and 30% |
| Initial antenna violation count | 0 |
| Ys cells | around 52 |
| Drt via density | just under 3 |
| DRC Markers | 0 |
| Antenna diodes | 0 |
| Root Driver | clkbuf_8 |
| Failing checks | setup timing |
| Vias in the first global route | approximately 380 |
| Dominant cell area share | ~76% |
| Status | complete, but fails checks |
| Clock transition at path regs | ~60 ps |
| Worst vdd rail ir drop | approximately 1.2 mV |
| Clock Skew | 3.570 ps |
| Sink Count | 29 |
| Synth Seq Share | roughly 76% |
| HP Class | reg -> reg |
| Reg-to-reg endpoint | counter[1] |
| TritonRoute pass-1 iters | 4 |
| PortBufs | 1 |
| Die H | a little over 80 µm |
| Worst Setup End Kind | flop |
| Post-synthesis cell count | between 50 and 60 |
| Wirelength per Cell | roughly 6.8 µm |
| Crit-path cells | inv_2 -> ha_4 -> nor4b_4 -> nand3_2 -> nor4b_2 |
| IO Pins | 2 |
| Maximum root-to-sink buffer count | 2 |
| FILL cells | around 380 |
| CP max stage cell | dfxtp_2 |
| Layout Area Growth over Synthesis | 53.35% |
| Gpl congestion | between 0.7 and 0.8 |
| Synthesis area per yosys | 764.5 µm² |
| Top cells excl fill/tap | dfxtp_1 (26), conb_1 (25), clkbuf_8 (6), buf_4 (6), nor4_2 (5) |
| HP Start | counter[0] |
| Reg2reg setup slack | -240 ps |
| Slew Limit Fails | 0 |
| Detailed-route via count | 415 |
| Final wirelength | 948 µm |
| RSZ-0062 raised after global routing | yes |
| DRT iter0 DRCs | 3 |
| Post-DRT Antenna Nets | 0 |
| P_leak | between 0.4 and 0.5 nW |
| Syn Area/Cell | roughly 15 µm² |
| CP delay by family, top | simple AND/OR/NAND/NOR gates |
| Fin crit share | 123.6% |
| WHS Endpoint | counter[0] |
| Layout cells sized above 1 | about a third |
| Tool warnings | 30 |
| Pwr dens | between 2000 and 2500 mW/mm² |
| Cell Type Count | 15 |
| Setup violators final | 4 |
| Ys Warns | 1 |
| TritonCTS clock tree | done |
| CP Buf/Inv Count | 1 |
| Post-route setup slack | -236.3 ps |
| Late-Pin Clk Latency | 270 ps |
| # hold bufs at CTS | 0 |
| Post-synth top area cell | dfxtp_1 |
| CP Class | reg -> reg |
| Rows | 22 |
| Worst endpoint required time | 1180 ps |
| Core ar. | 0.003744 mm² |
-- worst min-delay path: cells and delay by family, from the launching register on --
family	cells	cell delay (ps)
DFF	1	330
buffers and inverters	1	120
and+or+nand+nor	1	40
-- kinds of logic (layout without fill, tap and decap cells) --
logic type,Yosys count,after routing,share of synthesized area [%]
AND-OR/OR-AND,1,1,0.9824
buffers and inverters,2,18,0.9824
adder cells (fa/ha/maj),3,3,4.911
AND/OR/NAND/NOR,16,16,16.69
other,1,25,0.4905
flip-flops,29,29,75.94
-- per-stage QoR --
stage | std cells | cell area, µm² | TNS, ps | power [mW] | worst slack, ps
after CTS | 138 | 1134 | -740.5 | 2.507 | -206.3
after floorplan | 76 | 862.1 | -178.1 | 1.269 | -103.6
after global routing | 140 | 1172 | -1244 | 2.577 | -345.8
after detailed placement | 128 | 954.7 | -751.0 | 1.278 | -248.9
final | 140 | 1172 | -805.8 | 2.484 | -236.3
after global placement | 128 | 954.7 | -631.4 | 1.275 | -208.5
-- routing by layer --
layer  track usage, %  up-vias  wire length (µm)
met2            3.911        8               401
li1                 -      230                 -
met3            2.067        2                94
met1            3.047      175               444
met5                0        -                 0
met4           0.7692        0                 8
-- cell type report --
cell class	instances	area [µm²]	area share (%)
clock buffer	6	82.58	7.044
clock inverter	2	37.54	3.202
inverter	2	7.507	0.6403
multi-input combinational	45	334.1	28.50
sequential	29	584.3	49.84
tap	48	60.06	5.123
timing repair buffer	8	66.31	5.656
-- how the worst max path moves through the flow --
stage     startpoint  cells past startpoint          to
4_1_cts   counter[5]                      3  counter[1]
5_1_grt   counter[1]                      5  counter[1]
6_report  counter[1]                      5  counter[1]
-- power breakdown --
part | switching, mW | internal, mW
registers | 0.0267 | 1.21
logic | 0.0132 | 0.0129
clock network | 0.412 | 0.808
total | 0.452 | 2.03
-- cell usage after synthesis --
library cell / number
a211oi_1: 1
conb_1: 1
dfxtp_1: 29
ha_1: 3
inv_1: 2
nand2b_1: 2
nand3_1: 1
nand3b_1: 1
nand4_1: 1
nor2_1: 1
nor3_1: 1
nor3b_1: 1
nor4_1: 2
nor4_2: 4
nor4b_1: 2
-- state kept, by name, indices dropped and copies added, names as in the netlist --
signal	cells
counter	28
CLK_OUT	1
-- timing repair --
item,4_1_cts,5_1_grt
gates cloned,0,0
setup endpoints to repair,5,4
pin swaps,3,4
resized,12,5
buffers inserted,2,2
No activity file was given, so power comes from the tool's default toggle rates.
