**./run.sh**
```bash
#!/bin/bash
# OpenROAD 26Q1-2900-gdf79404cd8, Yosys 0.63+post, stock flow scripts
make -C /OpenROAD-flow-scripts/flow DESIGN_CONFIG=/design/flow/config.mk WORK_HOME=/design/flow/orfs finish
```
**./config.mk**
```make
export PLATFORM = sky130hd
export DESIGN_NAME = driver_Led
export DESIGN_NICKNAME = driver_Led
export VERILOG_FILES = /design/flow/design.v
export SDC_FILE = /design/flow/constraint.sdc
export NUM_CORES = 4
export LEC_CHECK = 1
export CORE_UTILIZATION = 50
```
**./constraint.sdc**
```tcl
current_design driver_Led

set clk_period 5.8
set clk_io_pct 0.2

create_clock -name clk0 -period $clk_period [get_ports {i_clk}]

set non_clock_inputs [all_inputs -no_clocks]
set_input_delay [expr $clk_period * $clk_io_pct] -clock clk0 $non_clock_inputs
set_output_delay [expr $clk_period * $clk_io_pct] -clock clk0 [all_outputs]
```
**./design.v**
```verilog
module driver_Led(
    input           i_clk               ,
    input           i_rst               ,
    input   [3:0]   i_switch            ,
    output  [7:0]   o_led
);
reg         [27:0]  r_cnt       = 0             ;
reg         [7:0]   r_streamLed = 8'b11111110   ; 
reg         [7:0]   w_tabelLed  = 8'b11111111   ; 
assign      o_led = i_switch[3] ? w_tabelLed : r_streamLed;
always @(posedge i_clk or posedge i_rst)
begin
    if(i_rst)
        w_tabelLed  <= 8'b11111111;
    else
        case(i_switch[2:0])
            3'b111  : w_tabelLed <= 8'b11111111;
            3'b110  : w_tabelLed <= 8'b11111110;
            3'b101  : w_tabelLed <= 8'b11111101;
            3'b100  : w_tabelLed <= 8'b11111011;
            3'b011  : w_tabelLed <= 8'b11110111;
            3'b010  : w_tabelLed <= 8'b11101111;
            3'b001  : w_tabelLed <= 8'b11011111;
            3'b000  : w_tabelLed <= 8'b10111111;
            default : w_tabelLed <= 8'b11111111;
        endcase
end
always @(posedge i_clk or posedge i_rst)
begin
    if(i_rst)
        r_cnt <= 0;
    else if(r_cnt == 'd50_000_000)
        r_cnt <= 0;
    else
        r_cnt <= r_cnt + 1;
end
always @(posedge i_clk or posedge i_rst)
begin
    if(i_rst)
        r_streamLed <= 8'b11111110;
    else if(r_cnt == 'd50_000_000)
        r_streamLed <= {r_streamLed[6:0],r_streamLed[7]};
    else
        r_streamLed <= r_streamLed;
end
endmodule
```
==> results.txt <==
outcome: complete, no violations
Hold Path Depth: 1
Worst Clk Skew: 0.00711 ns
CTS Buf Count: 5
critical path's slowest cell: clkdlybuf4s50_1
Rows: 22
number of nets with antenna violations after detailed routing: 0
RePlAce Congestion: 0.833
number of hold-repair buffers added at the cts stage: 0
Sum Neg Setup Slack: 0 ns
combined buffer and inverter count along the critical path: 2
Max-Slew Margin vs Limit: 44.7%
most common flop cell mapped by yosys: dfrtp_1
sequence of cells on the critical path: clkdlybuf4s50_1 -> mux2_2 -> clkdlybuf4s50_1
final HPWL from detailed placement: 2.49 mm
Resize count post-CTS: 0
number of failing setup endpoints in the final timing report: 0
total power of the final layout: 0.516 mW
post-layout min period: 3.77 ns
worst skew pair latency: 0.29 ns
setup repair after global routing missed its margin: false
Sequential cell area: 1090 sq um
top-count cell post-synth: dfrtp_1
fillcell total: 297
class of the most critical hold timing path: reg -> reg
Critical R2R Launch: r_cnt[6]$_DFF_PP0_
multi-input logic area: 898 sq um
global-route wire length before repair: 6.27 mm
reported net switching power: 0.104 mW
endpoint of the worst hold-timing path: r_cnt[27]$_DFF_PP0_
Worst VDD drop: 0.163 mV
critical path endpoint category: output port
launching instance or port of the critical path: i_switch[3]
Diodes inserted: 0
DR iter-0 viols: 108
count of H-tree levels built during CTS: 2
total standard cell area after synthesis: 2040 sq um
horizontal die dimension: 65.8 microns
initial core utilization: 54.0%
post-layout instance area: 2310 sq um
Top cells by area: dfrtp_1, dfstp_2, mux2_2
CTS root buffer: clkbuf_8
critical hold path startpoint: r_cnt[27]$_DFF_PP0_
Final Max-Slew Violation Tally: 0
switching share of power: 20.1%
R2R setup slack: 3.32 ns
DRT Wirelength: 3.48 mm
Required @ worst endpoint: 4.64 ns
Placed Instance Area: 2220 sq um
total leakage power: 0.952 nW
proportion of netlist area held by the largest area contributor: 35.6%
share of async-settable or async-resettable flops after synthesis: 100%
distinct cell type count of the synthesized netlist: 34
vertical die dimension: 65.8 microns
part of the power in combinational logic: 4.5%
routed length per placed instance: 14.0 microns
gate count after technology mapping: 183
CTS clk-pin slew, worst paths: 0.07 ns
top cell family by delay on the critical path: buffers and inverters
Critical Setup Path Class: in -> out
post-synth area from yosys stat: 2040 sq um
CTS tree: done
Arrival @ worst endpoint: 2.61 ns
initial antenna violation count: 0
detail-routed via count per cell: 5.55
most frequent cells after synthesis: dfrtp_1, mux2_2, dfstp_2
count of port buffers added during placement: 13
number of enable flip-flop cells: 0
overall global routing resource usage: 19.7%
Synth area leader: dfrtp_1
via count of the routed design: 1383
overall chip area: 4330 sq um
Sink Count: 43
via count of the first global-routing pass: 1368
worst-case reg-to-reg path depth: 5
tool warnings: 27
length of the first detailed-routing pass in iterations: 4
worst-case setup slack after placement: 2.02 ns
power share of the sequential group: 58.8%
share of total power in the clock network: 36.7%
internal cell power: 0.412 mW
fin worst setup slack: 2.03 ns
synthesized flop and latch total: 43
capture instance of the worst register-to-register path: r_streamLed[0]$_DFFE_PP0N_
proportion of synthesized chip area in sequential cells: 53.7%
Peak Freq: 0.266 GHz
total congestion overflow after global routing: 0
synthesized area per cell: 11.1 sq um
kind of start point of the critical path: input port
peak per-stage delay on the critical path: 0.67 ns
DR DRC count: 0
actual slew at the worst max-slew pin: 0.824 ns
ratio of cells with drive above 1 in the final layout: 23.9%
count of final hold-check violations: 0
area overhead of the layout relative to synthesis: 13.7%
maximum capacitance violations: 0
pwr/cell area: 223 nW/um^2
top-level port count: 14
period utilisation layout: 64.9%
Core Box Area: 3770 sq um
YS warnings: 1
pin count of the biggest net entering global routing: 44
most common cell type on the critical path: clkdlybuf4s50_1
maximum number of buffers from clock root to sink: 2
post-CTS setup repair buffer count: 0
number of standard cells reported by yosys: 183
biggest fanout along the worst timing path: 8
[how the worst max path moves through the flow]
| stage | to | slack (ns) | cells past startpoint |
|---|---|---|---|
| 6_report | o_led[3] | 2.03 | 3 |
| 4_1_cts | o_led[3] | 2.02 | 3 |
| 5_1_grt | o_led[2] | 1.94 | 3 |
[logic make-up after synthesis]
kind of cell	synth area share, %
and+or+nand+nor	21.6
DFF	53.7
AOI/OAI and AO/OA	5.41
xor gates and xnor gates	6.88
muxes	8.79
buffers and inverters	2.40
adders and majority gates	1.23
[state kept, by name (all words and copies together), names as in the netlist]
name         flops
r_streamLed      8
w_tabelLed       7
r_cnt           28
[layout make-up]
type | count | share of cell area, %
Clock buffer | 7 | 3.73
Inverter | 7 | 1.14
Timing Repair Buffer | 15 | 6.27
Tap cell | 48 | 2.59
Sequential cell | 43 | 47.2
Clock inverter | 1 | 0.216
Multi-Input combinational cell | 128 | 38.8
[per-layer routing]
metal  wire, microns  GRT usage, %  vias up  part of all wire, %
met5               0             0        -                    0
met4              65          3.26        0                  1.9
met3              91          3.15        8                  2.6
met2            1550          29.7       14                   44
met1            1780          32.2      673                   51
li1                -             -      688                    -
[through the flow]
step / cells / util [%] / hold slack [ns]
2_1_floorplan: 183 / - / 0.441
3_3_place_gp: 241 / 59.0 / 0.461
3_5_place_dp: 241 / 59.0 / 0.465
4_1_cts: 249 / 61.4 / 0.475
5_1_grt: 249 / 61.4 / 0.516
6_report: 249 / 61.4 / 0.474
[cells in the final DEF (no fill, tap or decap), types with 7 or more instances in the layout]
cell and count:
nand3_1 8, xnor2_1 10, nor2_1 11, a21oi_1 8, dfrtp_1 29, inv_1 7, or3_1 7, nand2_1 13
dfstp_2 14, mux2_2 15, clkdlybuf4s50_1 13
[power groups by stage]
| stage | Sequential (mW) | Combinational [mW] | Clock [mW] |
|---|---|---|---|
| 4_1_cts | 0.304 | 0.0237 | 0.195 |
| 5_1_grt | 0.304 | 0.0260 | 0.209 |
| 6_report | 0.304 | 0.0230 | 0.190 |
[worst reg2reg max path, cell delays in order, from the launching register on]
cell	delay, ns
dfrtp_1	0.44
nor4b_1	0.40
nand4_1	0.20
nor3_2	0.66
buf_4	0.32
mux2_2	0.35
Power and IR drop assume default switching activity.
