==> design/flow/run.sh <==
#!/bin/bash
# OpenROAD 26Q1-2900-gdf79404cd8, Yosys 0.63+post, stock flow scripts
make -C /OpenROAD-flow-scripts/flow DESIGN_CONFIG=/design/flow/config.mk WORK_HOME=/design/flow/orfs finish
==> design/flow/constraint.sdc <==
current_design top_demo

set clk_period 7.0
set clk_io_pct 0.2

create_clock -name clk0 -period $clk_period [get_ports {i_clk}]

set non_clock_inputs [all_inputs -no_clocks]
set_input_delay [expr $clk_period * $clk_io_pct] -clock clk0 $non_clock_inputs
set_output_delay [expr $clk_period * $clk_io_pct] -clock clk0 [all_outputs]
==> design/flow/config.mk <==
export PLATFORM = sky130hd
export DESIGN_NAME = top_demo
export DESIGN_NICKNAME = top_demo
export VERILOG_FILES = /design/flow/design.v
export SDC_FILE = /design/flow/constraint.sdc
export NUM_CORES = 4
export LEC_CHECK = 1
export CORE_UTILIZATION = 30
==> design/flow/design.v <==
`timescale 1ns / 1ps
module DebugDisplayLedController(
    input [6:0] o_digitalTube,
    input  o_sel,
    output [7:0] LD
    );
    assign LD = {1'b1, ~o_digitalTube};
endmodule
module driver_Button #(
    parameter   P_DEALY_PERIOD = 'd5_000_000
)(
    input                   i_clk           ,
    input                   i_rst           ,
    input                   i_button        ,
    output                  o_pluse
);
reg             ro_pluse        = 0         ;
reg    [23:0]   r_cnt           = 0         ;
reg             r_state         = 0         ;
wire            w_c_full                    ;
assign          w_c_full    = (r_cnt == P_DEALY_PERIOD-1);
assign          o_pluse     = r_state                    ;
always @(posedge i_clk or posedge i_rst)
begin
    if(i_rst)
        r_cnt <= 0;
    else if(i_button)
        r_cnt <= 0;
    else if(!i_button)
        r_cnt <= r_cnt + 1;
    else
        r_cnt <= r_cnt;
end
always @(posedge i_clk or posedge i_rst)
begin
    if(i_rst)
        r_state <= 0;
    else if(i_button)
        r_state <= 0;
    else if(w_c_full)
        r_state <= 1;
    else
        r_state <= r_state;
end
endmodule
module driver_DigitalTube #(
    parameter       P_CNT       = 'd10_000_000  
)(
    input           i_clk               ,
    input           i_rst               ,
    input   [3:0]   i_add               ,
    output  [6:0]   o_digitalTube         , 
    output          o_sel
);
localparam          P_0 = 7'b0000001    ;  
localparam          P_1 = 7'b1111001    ;
localparam          P_2 = 7'b0010010    ;
localparam          P_3 = 7'b0110000    ;
localparam          P_4 = 7'b1101000    ;
localparam          P_5 = 7'b0100100    ;
localparam          P_6 = 7'b0000100    ;
localparam          P_7 = 7'b1110001    ;
localparam          P_8 = 7'b0000000    ;
localparam          P_9 = 7'b0100000    ;
localparam          P_X = 7'b1111111    ;   
reg        [32:0]   r_cnt               = 0;
reg         [3:0]   r_add               = 0;
reg         [3:0]   r_add1d             = 0;
reg         [3:0]   r_addBuffer         = 0;
reg         [4:0]   r_cntOnes           = 0;
reg         [4:0]   r_cntTens           = 0;
reg         [6:0]   r_digitalTubeOnes     = 0;
reg         [6:0]   r_digitalTubeTens     = 0;
reg                 ro_sel              = 0;
assign      o_sel       = ro_sel                ;
assign      w_posedge0  = r_add[0] & !r_add1d[0];
assign      w_posedge1  = r_add[1] & !r_add1d[1];
assign      w_posedge2  = r_add[2] & !r_add1d[2];
assign      w_posedge3  = r_add[3] & !r_add1d[3];    
assign      o_digitalTube = ro_sel ? r_digitalTubeTens : r_digitalTubeOnes;
always  @(posedge i_clk or posedge i_rst)
begin
    if(i_rst)
        r_cnt <= 0;
    else if(r_cnt == P_CNT)
        r_cnt <= 0;
    else
        r_cnt <= r_cnt+1;
end
always  @(posedge i_clk or posedge i_rst)
begin
    if(i_rst)
        ro_sel <= 0 ;
    else if(r_cnt == P_CNT)
        ro_sel <= ~ro_sel ;
    else
        ro_sel <= ro_sel ;
end
always  @(posedge i_clk or posedge i_rst)
begin
    if(i_rst)
        r_add <= 0;
    else
        r_add <= i_add;
end
always  @(posedge i_clk or posedge i_rst)
begin
    if(i_rst)
        r_add1d <= 0;
    else
        r_add1d <= r_add;
end
always  @(posedge i_clk or posedge i_rst)
begin
    if(i_rst)
        r_addBuffer[0] <= 0 ;
    else if(r_cnt == P_CNT)
        r_addBuffer[0] <= 0 ;
    else if(w_posedge0)
        r_addBuffer[0] <= 1 ;
    else
        r_addBuffer[0] <= r_addBuffer[0];
end
always  @(posedge i_clk or posedge i_rst)
begin
    if(i_rst)
        r_addBuffer[1] <= 0 ;
    else if(r_cnt == P_CNT)
        r_addBuffer[1] <= 0 ;
    else if(w_posedge1)
        r_addBuffer[1] <= 1 ;
    else
        r_addBuffer[1] <= r_addBuffer[1];
end
always  @(posedge i_clk or posedge i_rst)
begin
    if(i_rst)
        r_addBuffer[2] <= 0 ;
    else if(r_cnt == P_CNT)
        r_addBuffer[2] <= 0 ;
    else if(w_posedge2)
        r_addBuffer[2] <= 1 ;
    else
        r_addBuffer[2] <= r_addBuffer[2];
end
always  @(posedge i_clk or posedge i_rst)
begin
    if(i_rst)
        r_addBuffer[3] <= 0 ;
    else if(r_cnt == P_CNT)
        r_addBuffer[3] <= 0 ;
    else if(w_posedge3)
        r_addBuffer[3] <= 1 ;
    else
        r_addBuffer[3] <= r_addBuffer[3];
end
always  @(posedge i_clk or posedge i_rst)
begin
    if(i_rst)
        r_cntOnes <= 0;
    else if((r_cnt == P_CNT) & ((r_cntOnes + r_addBuffer) > 5'd9))
        r_cntOnes <= r_cntOnes + r_addBuffer - 5'd10;
    else if(r_cnt == P_CNT)
        r_cntOnes <= r_cntOnes + r_addBuffer;
    else
        r_cntOnes <= r_cntOnes;
end
always  @(posedge i_clk or posedge i_rst)
begin
    if(i_rst)
        r_cntTens <= 1;
    else if((r_cnt == P_CNT) & ((r_cntOnes + r_addBuffer) > 5'd9) & (r_cntTens == 5'd9))
        r_cntTens <= 0 ;
    else if((r_cnt == P_CNT) & ((r_cntOnes + r_addBuffer) > 5'd9))
        r_cntTens <= r_cntTens + 1;
    else
        r_cntTens <= r_cntTens;
end
always  @(posedge i_clk or posedge i_rst)
begin
    if(i_rst)
        r_digitalTubeOnes <= 7'b0;
    else if(r_cnt == P_CNT)
        case(r_cntOnes[3:0])
            4'd0    :   r_digitalTubeOnes <= P_0              ;
            4'd1    :   r_digitalTubeOnes <= P_1              ;
            4'd2    :   r_digitalTubeOnes <= P_2              ;
            4'd3    :   r_digitalTubeOnes <= P_3              ;
            4'd4    :   r_digitalTubeOnes <= P_4              ;
            4'd5    :   r_digitalTubeOnes <= P_5              ;
            4'd6    :   r_digitalTubeOnes <= P_6              ;
            4'd7    :   r_digitalTubeOnes <= P_7              ;
            4'd8    :   r_digitalTubeOnes <= P_8              ;
            4'd9    :   r_digitalTubeOnes <= P_9              ;
            default :   r_digitalTubeOnes <= r_digitalTubeOnes  ;
        endcase
    else
        r_digitalTubeOnes <= r_digitalTubeOnes;
end
always  @(posedge i_clk or posedge i_rst)
begin
    if(i_rst)
        r_digitalTubeTens <= 7'b0;
    else if(r_cnt == P_CNT)
        case(r_cntTens[3:0])
            4'd0    :   r_digitalTubeTens <= P_X              ;
            4'd1    :   r_digitalTubeTens <= P_1              ;
            4'd2    :   r_digitalTubeTens <= P_2              ;
            4'd3    :   r_digitalTubeTens <= P_3              ;
            4'd4    :   r_digitalTubeTens <= P_4              ;
            4'd5    :   r_digitalTubeTens <= P_5              ;
            4'd6    :   r_digitalTubeTens <= P_6              ;
            4'd7    :   r_digitalTubeTens <= P_7              ;
            4'd8    :   r_digitalTubeTens <= P_8              ;
            4'd9    :   r_digitalTubeTens <= P_9              ;
            default :   r_digitalTubeTens <= r_digitalTubeTens  ;
        endcase
    else
        r_digitalTubeTens <= r_digitalTubeTens;
end
endmodule
module top_demo (
    input           i_clk           ,
    input           i_rst           ,
    input   [3:0]   i_button        ,
    output  [7:0]   o_led           ,
    output  [6:0]   o_digitalTube   
);
wire        [3:0]   w_button        ;
wire        [3:0]   w_digitalTube        ;
wire                w_sel        ;
driver_Button button0(
    .i_clk           (i_clk      ),
    .i_rst           (i_rst      ),
    .i_button        (i_button[0]),
    .o_pluse         (w_button[0])
);
driver_Button button1(
    .i_clk           (i_clk      ),
    .i_rst           (i_rst      ),
    .i_button        (i_button[1]),
    .o_pluse         (w_button[1])
);
driver_Button button2(
    .i_clk           (i_clk      ),
    .i_rst           (i_rst      ),
    .i_button        (i_button[2]),
    .o_pluse         (w_button[2])
);
driver_Button button3(
    .i_clk           (i_clk      ),
    .i_rst           (i_rst      ),
    .i_button        (i_button[3]),
    .o_pluse         (w_button[3])
);
driver_DigitalTube digitaltube(
    .i_clk           (i_clk      ),
    .i_rst           (i_rst      ),
    .i_add           (w_button   ),
    .o_digitalTube   (w_digitalTube),
    .o_sel           (w_sel      )
);
DebugDisplayLedController led(
    .o_digitalTube   (w_digitalTube),
    .o_sel           (w_sel      ),
    .LD           (o_led      )
);
assign o_digitalTube = w_digitalTube;
assign o_sel = w_sel;
endmodule
==> run_results.csv <==
group,metric,value,unit
routing,diodes,0,
final_timing,clock_skew,0.00828,ns
final_layout,lay_top_count,"dfrtp_1",
routing,drt-initial-drc-count,358,
place,place_congestion,0.824,
yosys,avgSynthCellArea,9.73,sq um
routing,via_count,5849,
final_timing,hold_viol,0,
worst_setup_path,cp-end-kind,"output port",
pwr,p_int,1.44,mW
final_timing,max_freq,0.326,GHz
routing,ant_nets,0,
final_layout,final_core_util,0.345,
yosys,yosysSeqAreaShare,0.491,
pwr,pwr-share-comb,0.031,
final_timing,grt_setup_unrepaired,"false",
clock_tree,cts_sinks,164,
yosys,syn-instance-count,859,
floorplan,num_rows,60,
final_layout,fin_area,0.00939,sq mm
final_timing,period_used_share,0.438,
place,port_buffers,13,
flow_run,cap_violations,0,
global_routing,grt_max_degree,123,
place,dpl.hpwl,9470,microns
final_timing,slew_viol_final,0,
yosys,ys_area,0.00836,sq mm
clock_tree,clockBufferDepth,2,
clock_tree,path_clk_slew,0.07,ns
worst_setup_path,r2r_cells,10,
final_timing,hold_slack,0.380,ns
yosys,adder_share,0.0263,
yosys,async_reset_ff_frac,1.00,
worst_setup_path,crit_required,5.60,ns
yosys,ys_types,69,
floorplan,io_pins,21,
clock_tree,worstSkewPairLatency,0.42,ns
pwr,switching_share,0.235,
clock_tree,cts_resized,0,
pwr,p_clk_frac,0.458,
floorplan,coreArea,0.0272,sq mm
yosys,compound_area_frac,0.0554,
final_timing,setup-tns-final,0,ns
routing,drtPass1Iterations,6,
global_routing,grt_pass1_wl,27400,microns
floorplan,chipArea,0.0285,sq mm
routing,viasPerCell,4.69,
hold_path,hold_path.class,"flip-flop to flip-flop",
clock_tree,htreeDepth,4,
yosys,ys_sh_mux,0.0115,
worst_setup_path,cp.arrival,1.67,ns
flow_run,tool_warnings,32,
global_routing,first_global_vias,5571,
yosys,ys_cells,859,
final_layout,drive_gt1_frac,0.0696,
clock_tree,post_cts_buffers,0,
global_routing,grt_antenna_before_repair,0,
pwr,p_per_area,201,mW/mm^2
pwr,switchingPower,0.443,mW
yosys,yosysWarnings,9,
run_status,status,"completed",
floorplan,fp.dieW,169,microns
final_timing,relSlewSlack,0.504,
final_layout,n_fill_cell,2672,
pwr,p_leak,3.86,nW
worst_setup_path,critPathMaxFanout,6,
yosys,netlist_area,0.00836,sq mm
yosys,ys_ff,164,
global_routing,overflow,0,
clock_tree,root_buffer,"clkbuf_16",
global_routing,track_usage,0.117,
routing,wl,15000,microns
floorplan,die_y,169,microns
clock_tree,numCtsBuffers,17,
final_timing,max_slew.worst_pin.slew,0.744,ns
floorplan,fp_util,0.308,
final_layout,syn_to_final_growth,12.3,%
routing,wl_per_cell,12.0,microns
final_timing,period_minus_slack,3.07,ns
final_timing,setup_viol,0,
clock_tree,cts_hold_buf,0,
clock_tree,cts_tree,"done",
worst_setup_path,crit_type,"flip-flop to output port",
yosys,synth-edff-count,0,
final_layout,final_cell_mix,"dfrtp_1, nor2_1, xnor2_1",
yosys,yosys.area_share.simple,0.260,
yosys,netlist_logic_family_top,"simple AND/OR/NAND/NOR gates",
pwr,ir_worst_vdd,0.153,mV
pwr,p_seq_frac,0.510,
yosys,ff_type,"dfrtp_1",
yosys,xor_share,0.117,
place,postPlaceCellArea,0.00884,sq mm
hold_path,holdPathStages,0,
routing,detail_route.drc_violations,0,
worst_setup_path,startpoint_type,"flip-flop",
-- worst max-delay path, cell delays in order, from the launching register on --
cell and delay (ns):
dfrtp_1 0.49, mux2i_1 0.27, clkdlybuf4s50_1 0.50
-- synth_stat cells (3+ instances only) --
cell type	count	share of area
nor4bb_1	3	0.0036
nor2b_1	8	0.0060
o21ai_0	23	0.014
a31oi_1	3	0.0022
nand3_1	48	0.029
and2_1	4	0.0030
nand2_1	58	0.026
buf_4	7	0.0063
nor3b_1	3	0.0027
and3_1	17	0.013
mux2i_1	4	0.0048
ha_1	16	0.024
nand2b_1	6	0.0045
buf_6	3	0.0040
nand4_1	30	0.022
o211ai_1	3	0.0027
xor2_1	34	0.036
xnor2_1	78	0.082
nor2_1	122	0.055
nor4b_1	11	0.012
nor3_1	30	0.018
nor4_1	24	0.018
dfrtp_1	163	0.49
or3_1	18	0.013
and4_1	9	0.0094
a21oi_1	26	0.016
clkbuf_1	25	0.011
inv_1	31	0.014
mux2_2	5	0.0067
-- power groups by stage --
stage | combinational [mW] | clock [mW] | sequential, mW
after CTS | 0.0617 | 0.893 | 0.962
after global routing | 0.0701 | 0.929 | 0.963
final | 0.0590 | 0.864 | 0.963
-- routing by layer --
layer | up-vias | GRT usage | share of wire
li1 | 2982 | - | -
met1 | 2776 | 0.191 | 0.53
met2 | 81 | 0.169 | 0.42
met3 | 10 | 0.0240 | 0.039
met4 | 0 | 0.0115 | 0.011
met5 | - | 0 | 0
-- state kept, by name, summed over array words and instances, names as in the netlist, 4 cells and up --
name and count:
digitaltube.r_cntTens 5, button2.r_cnt 24, button0.r_cnt 24, digitaltube.r_cnt 33
button3.r_cnt 24, digitaltube.r_add1d 4, digitaltube.r_digitalTubeOnes 4, button1.r_cnt 24
digitaltube.r_cntOnes 5, digitaltube.r_add 4, digitaltube.r_addBuffer 4, digitaltube.r_digitalTubeTens 4
-- through the flow --
step / total power [mW] / instances / setup WS, ns
after floorplan: 1.03 / 864 / 1.17
after global placement: 1.04 / 1216 / 4.14
after detailed placement: 1.04 / 1216 / 4.13
after CTS: 1.92 / 1248 / 3.89
after global routing: 1.96 / 1248 / 3.79
final: 1.89 / 1248 / 3.93
-- area by class of cell --
cell class	instances	area [sq um]	share of cell area
Sequential cell	164	4110	0.437
Clock buffer	20	447	0.0476
Multi-Input combinational cell	630	3960	0.422
Timing Repair Buffer	19	188	0.0200
Tap cell	372	465	0.0496
Inverter	31	121	0.0129
Clock inverter	12	100	0.0107
-- kinds of logic (layout without fill, tap and decap cells) --
kind of cell / count (synthesis) / after routing
AND-OR/OR-AND: 75 / 75
XOR/XNOR: 112 / 112
adder cells (fa/ha/maj): 17 / 17
buffers and inverters: 70 / 82
flip-flops: 164 / 164
multiplexers: 9 / 9
other: 2 / 7
AND/OR/NAND/NOR: 410 / 410
-- final timing paths --
path                                           from  slack (ns)                  endpoint
setup reg to reg           digitaltube.r_cntOnes[0]        4.08  digitaltube.r_cntTens[2]
max in group asynchronous                     i_rst        4.66  digitaltube.r_cntOnes[1]
hold reg to reg                     button0.r_state        0.38      digitaltube.r_add[0]
hold / removal                      button0.r_state        0.38      digitaltube.r_add[0]
min in group asynchronous                     i_rst        1.35         button3.r_cnt[11]
setup / recovery                 digitaltube.ro_sel        3.93                  o_led[0]
Power figures rest on the tool's default switching activity, not on a simulated workload.
